<file path="/design/flow/design.v">
module counter_4bit (
    input        clk,       
    input        rst_n,     
    input        en,        
    output reg [3:0] cnt,   
    output reg   cout       
);
always @(posedge clk) begin
    if (!rst_n) begin   
        cnt <= 4'd0;
        cout <= 1'b0;
    end else if (en) begin   
        if (cnt == 4'd15) begin   
            cnt <= 4'd0;
            cout <= 1'b1;
        end else begin   
            cnt <= cnt + 4'd1;
            cout <= 1'b0;
        end
    end else begin   
        cnt <= cnt;
        cout <= 1'b0;
    end
end
endmodule
</file>
<file path="/design/flow/run.sh">
#!/bin/bash
# OpenROAD 26Q1-2900-gdf79404cd8, Yosys 0.63+post, stock flow scripts
make -C /OpenROAD-flow-scripts/flow DESIGN_CONFIG=/design/flow/config.mk WORK_HOME=/design/flow/orfs finish
</file>
<file path="/design/flow/config.mk">
export PLATFORM = sky130hd
export DESIGN_NAME = counter_4bit
export DESIGN_NICKNAME = counter_4bit
export VERILOG_FILES = /design/flow/design.v
export SDC_FILE = /design/flow/constraint.sdc
export NUM_CORES = 4
export LEC_CHECK = 1
export CORE_AREA = 10 10 70 70
export DIE_AREA = 0 0 80 80
</file>
<file path="/design/flow/constraint.sdc">
current_design counter_4bit

set clk_period 1.9
set clk_io_pct 0.2

create_clock -name clk0 -period $clk_period [get_ports {clk}]

set non_clock_inputs [all_inputs -no_clocks]
set_input_delay [expr $clk_period * $clk_io_pct] -clock clk0 $non_clock_inputs
set_output_delay [expr $clk_period * $clk_io_pct] -clock clk0 [all_outputs]
</file>
==> metrics.cfg <==
[sta]
relSlewSlack_pct = 85.9
max_clock_freq_mhz = 642
tightestPinTransition_ps = 210
period_used_pct = 81.9
setup_violations = 0
slew_violations = 0
whs_ps = 513
rsz0062_at_grt = false
fin_skew_ps = 1.79
period_minus_slack_ps = 1560
finalHoldViolations = 0
finalSetupTns_ps = 0

[cts]
cts_setup_buffers = 0
clk_latency_ps = 250
cts_tree = yes
root_buffer = clkbuf_4
hold_buffers = 0
h-tree-depth = 1
cts.repair.resized = 0
cts_buffers = 3
ctsLongestPathBuffers = 2
clkSinkCount = 5
clk_pin_slew_ps = 50

[floorplan]
fp-utilization_pct = 6.34
die_h_um = 80
rows = 21
io_pins = 8
die_w_um = 80
die_area_sq_mm = 0.00640
core_sq_mm = 0.00342

[power_and_ir_drop]
total_power_w = 0.000264
p_int_w = 0.000204
p_leak_nw = 0.116
clock_power_share_pct = 48.1
p_per_area_mw_per_mm2 = 713
p_seq_share_pct = 43.0
power_switching_share_pct = 22.8
power_switching_w = 0.0000603
irDropWorstVdd_mv = 0.101
p_comb_share_pct = 8.9

[grt]
grt_pass1_wl_um = 938
grt.total_usage_pct = 1.85
grt_max_degree = 7
grt_antenna_before_repair = 0
first_global_vias = 194
grt.overflow.total = 0

[worst_setup_path]
ff2ff_setup_slack_ps = 750
cp.required_ps = 1520
start_kind = flop
crit_arrival_ps = 1180
crit_slowest_cell = clkdlybuf4s50_1
cp_num_buf_inv = 1
cp_top_family = buffers and inverters
crit_path_max_fanout = 6
ff2ff_path_depth = 4
cp_num_cells = 1
worstSetupEndpointType = output pin
max_stage_delay_ps = 520
path_cells = clkdlybuf4s50_1
worst_r2r_startpoint = cnt[0]$_SDFFE_PN0P_
r2r-end = cnt[2]$_SDFFE_PN0P_
crit_type = reg2out

[logic_synthesis]
logic_family = simple AND/OR/NAND/NOR gates
yosys_cells = 23
yosys_area_sq_um = 216
synth-adder-area-share_pct = 5.78
xor_share_pct = 4.05
syn_area_sq_um = 216
yosysWarnings = 1
syn_inst = 23
ys_sh_mux_pct = 4.62
ys_seq_share_pct = 46.2
synthesis.area_per_instance_sq_um = 9.41
ys_types = 17
ys_sh_aoi_pct = 11.6
synth.cellmix.simpleShare_pct = 27.7
synth_flops = 5

[drt]
drc_errors = 0
totalWireLength_um = 599
via_per_inst = 2.66
vias = 213
wl_per_cell_um = 7.49
initialDrtViolationCount = 12
dr.pass1.iters = 4
n_antenna_cell = 0
ant_nets = 0

[run]
log.warning_count = 25
cap_violations = 0

[place]
dpl_cell_area_sq_um = 344
place.gp.congestion = 0.762
numPortBuffers = 7

[final_layout]
layout_top_cells = clkdlybuf4s50_1 (7), dfxtp_1 (5), clkbuf_4 (3)
final_area_sq_um = 370
layout_top_cell = clkdlybuf4s50_1
area_growth_pct = 71.1
drive_gt1_share_pct = 11.8
final_util_pct = 10.8

[min_path]
hp-class = reg2reg
hold_depth = 2
hold_end = cout$_SDFF_PN0_
holdCritStartpoint = cnt[3]$_SDFFE_PN0P_

[outcome]
status = finished, final reports clean

layer usage:
metal	track usage [%]	vias to the layer above	share of wire, %
met4	0.528	0	0
met5	0	-	0
met1	2.53	95	50
met2	1.61	17	26
li1	-	101	-
met3	2.16	0	24
kinds of logic (layout without fill, tap and decap cells):
kind of cell,after synthesis,in the layout
AND-OR/OR-AND,4,4
XOR/XNOR,1,1
adder cells (fa/ha/maj),1,1
buffers and inverters,0,11
flip-flops,5,5
multiplexers,1,1
AND/OR/NAND/NOR,11,11
sequential cells by signal, indices dropped and copies added, names as in the netlist:
register,count
cnt,4
cout,1
worst max path at each step:
| stage | start | end |
|---|---|---|
| 4_1_cts | cnt[0]$_SDFFE_PN0P_ | cnt[0] |
| 5_1_grt | cnt[0]$_SDFFE_PN0P_ | cnt[0] |
| 6_report | cnt[0]$_SDFFE_PN0P_ | cnt[0] |
area by class of cell:
class	instances	area, sq um
Multi-Input combinational cell	18	116
Fill cell	404	3050
Tap cell	46	57.6
Clock buffer	4	26.3
Sequential cell	5	100
Timing Repair Buffer	7	70.1
cells in the mapped netlist (all sizes together):
| cell | instances | share of area (%) |
|---|---|---|
| nor2 | 1 | 1.7 |
| nand2 | 3 | 6.4 |
| nand3 | 2 | 4.6 |
| o21ai | 1 | 2.3 |
| nand2b | 1 | 2.9 |
| xnor2 | 1 | 4.0 |
| nand3b | 1 | 3.5 |
| and2 | 1 | 2.9 |
| mux2i | 1 | 4.6 |
| a21oi | 1 | 2.3 |
| nor2b | 1 | 2.9 |
| a21boi | 2 | 6.9 |
| ha | 1 | 5.8 |
| dfxtp | 5 | 46 |
| or3 | 1 | 2.9 |
stage by stage:
step / worst slack [ps] / instances
2_1_floorplan: 909 / 23
3_3_place_gp: 370 / 76
3_5_place_dp: 343 / 76
4_1_cts: 326 / 80
5_1_grt: 265 / 80
6_report: 343 / 80
power groups by stage:
stage                 registers (W)   logic, W  clock network, W
after CTS                  0.000113  0.0000234          0.000132
final                      0.000114  0.0000234          0.000127
after global routing       0.000114  0.0000257          0.000140
Power figures rest on the tool's default switching activity, not on a simulated workload.
